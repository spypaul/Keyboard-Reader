==> ./design.v <==
`timescale 1ns/1ps
module ClkDiv100(CLKIN, ACLR_L, CLKOUT);
input CLKIN, ACLR_L;
output CLKOUT;
reg CLKOUT;
reg [5:0] divcnt_i;
wire clkdiv_roll;
assign clkdiv_roll = (divcnt_i == 49);
always @(posedge CLKIN or negedge ACLR_L)
   begin
      if(ACLR_L == 1'b0)
         divcnt_i <= 6'b000000;
      else if(clkdiv_roll == 1'b1)
         divcnt_i <= 6'b000000;
      else
         divcnt_i <= divcnt_i + 1;
   end
always @(posedge CLKIN or negedge ACLR_L)
   begin
      if(ACLR_L == 1'b0)
         CLKOUT <= 1'b0;
      else if(clkdiv_roll == 1'b1)
         CLKOUT <= ~CLKOUT;
   end
endmodule
==> ./run.sh <==
#!/bin/bash
# OpenROAD 26Q1-2900-gdf79404cd8, Yosys 0.63+post, stock flow scripts
make -C /OpenROAD-flow-scripts/flow DESIGN_CONFIG=/design/flow/config.mk WORK_HOME=/design/flow/orfs finish
==> ./config.mk <==
export PLATFORM = sky130hd
export DESIGN_NAME = ClkDiv100
export DESIGN_NICKNAME = ClkDiv100
export VERILOG_FILES = /design/flow/design.v
export SDC_FILE = /design/flow/constraint.sdc
export NUM_CORES = 4
export LEC_CHECK = 1
export CORE_AREA = 10 10 70 70
export DIE_AREA = 0 0 80 80
==> ./constraint.sdc <==
current_design ClkDiv100

set clk_period 1.7
set clk_io_pct 0.2

create_clock -name clk0 -period $clk_period [get_ports {CLKIN}]

set non_clock_inputs [all_inputs -no_clocks]
set_input_delay [expr $clk_period * $clk_io_pct] -clock clk0 $non_clock_inputs
set_output_delay [expr $clk_period * $clk_io_pct] -clock clk0 [all_outputs]
==> impl_metrics.json <==
{
  "filler_cell_count": 400,
  "io_buffer_count": 2,
  "slew_headroom": 0.781,
  "totalWireLength_um": 528,
  "die_area_um2": 6400,
  "clkLatencyLatePin_ns": 0.25,
  "fmaxAchievable_mhz": 687,
  "yosysTopAreaCellShare": 0.536,
  "cts_post_setup_buffers_inserted": 0,
  "cap_viol_max_count": 0,
  "yosys.area.top_type": "dfrtp_1",
  "number_of_enable_flip_flop_cells": 0,
  "synth-seq-cells": 7,
  "die_y_um": 80,
  "cts.repair.resized": 0,
  "setup_tns_final_ns": 0,
  "floorplanUtilization": 0.0956,
  "ys_seq_share": 0.536,
  "synth_chip_area_um2": 327,
  "num_antenna_cells": 0,
  "yosysWarnings": 1,
  "wire_per_inst_um": 6.77,
  "track_usage": 0.0193,
  "timing.final.setup_violations": 0,
  "asyncSetResetFlopFracSynth": 1.00,
  "slew_viol_final": 0,
  "antenna_found_initial": 0,
  "fin_skew_ns": 0.00441,
  "placedCellCount": 74,
  "critPathMaxStageDelay_ns": 0.48,
  "synth_cell_types": 13,
  "tightestPinTransition_ns": 0.328,
  "worstReg2RegEnd": "CLKOUT",
  "cp.required_ns": 1.36,
  "clkSlewWorstSetupHoldPaths_ns": 0.05,
  "ys_cells": 27,
  "powerDensity_nw_per_um2": 765,
  "crit_arrival_ns": 1.12,
  "critPathMaxFanout": 2,
  "synthesized_cell_area_um2": 327,
  "finalCritPeriodShare": 0.856,
  "grt_first_pass_wirelength_um": 952,
  "core_area_um2": 3420,
  "syn-instance-count": 27,
  "most_common_cell": "dfrtp_1",
  "first_global_vias": 195,
  "finalWeightedCongestion": 0.760,
  "power.static_leakage_uw": 0.000168,
  "first_iter_violations": 2,
  "crit_family": "buffers and inverters",
  "postCtsHoldBufs": 0,
  "worst_r2r_path_depth": 3,
  "cts-htree-levels": 1,
  "cp-start-kind": "flop",
  "final_cell_area_um2": 419,
  "syn_area_per_cell_um2": 12.1,
  "area.growth.synth_to_final_pct": 28.4,
  "synthTopCellsByArea": "dfrtp_1 54%, ha_1 7.7%, and4_1 5.4%",
  "first_pass_detailed_route_iteration_total": 2,
  "worst_hold_path_type": "in2async",
  "final-hold-violation-count": 0,
  "clock_sink_count": 7,
  "timing.rr.start": "divcnt_i[0]",
  "ios": 3,
  "setup_crit_end": "CLKOUT",
  "num_vias": 193,
  "drc": 0,
  "setup.worst_path.class": "reg2out",
  "placement.cell_area_um2": 393,
  "critPathBufInv": 1,
  "setup.worst_path.start": "CLKOUT",
  "layout-drive-gt1-share": 0.188,
  "floorplan.rows": 21,
  "run_status": "completed",
  "gr-total-overflow": 0,
  "routed_via_density": 2.47,
  "grt_start_max_net_pins": 8,
  "detailed_place_hpwl_um": 388,
  "cts.root.buffer_cell": "clkbuf_4",
  "fin_cells": 78,
  "min_period_ns": 1.46,
  "cts_tree": "done",
  "clockBufferDepth": 2,
  "timing.critical_path.depth": 1,
  "rsz0062_at_grt": "false",
  "crit_path_cell_trace": "clkdlybuf4s50_1",
  "cts_buffers": 3,
  "ys_dominant_reg_cell": "dfrtp_1",
  "tool_warnings": 26,
  "synth.cells.most_frequent": "7 x dfrtp_1, 4 x nor2_1",
  "fp.dieW_um": 80,
  "setup.worst_path.end_class": "primary output",
  "drtAntennaViolNets": 0,
  "slowest_stage": "clkdlybuf4s50_1",
  "irDropWorstVdd_mv": 0.271,
  "reg2reg_slack_ns": 0.49
}
## layer usage
layer | share of wire | wire, um | GRT usage
met5 | 0 | 0 | 0
met2 | 0.37 | 194 | 0.0241
met1 | 0.54 | 287 | 0.0257
met4 | 0 | 0 | 0.00176
met3 | 0.087 | 46 | 0.0159
## layout make-up
class / count / area [um2] / area share
clock buffers: 4 / 26.3 / 0.0627
inverters: 1 / 3.75 / 0.00896
multi-input cells: 18 / 136 / 0.325
well taps: 46 / 57.6 / 0.137
flip-flops and latches: 7 / 175 / 0.418
repair buffers: 2 / 20.0 / 0.0478
## stage by stage
step	setup WS [ns]	utilization	hold slack, ns	power [uW]
floorplan	0.544	-	0.0444	170
global placement	0.506	0.115	0.490	175
detailed placement	0.505	0.115	0.493	175
CTS	0.215	0.123	0.357	331
global route	0.181	0.123	0.369	341
finish	0.244	0.123	0.353	321
## kinds of logic after synthesis
kind of cell | count (synthesis) | synth area share
AND-OR/OR-AND | 3 | 0.0613
AND/OR/NAND/NOR | 9 | 0.149
buffers and inverters | 2 | 0.0460
flip-flops | 7 | 0.536
XOR/XNOR | 4 | 0.130
adder cells (fa/ha/maj) | 2 | 0.0766
## layout by cell type (no fill, tap or decap)
cell type and n:
a22o_2 1, xor2_1 1, nor2_1 4, a21oi_1 2, clkbuf_4 3, xor2_2 1, nor2_2 1, clkbuf_1 1
ha_1 2, nand3_1 2, xnor2_1 2, clkdlybuf4s50_1 2, and4_1 2, inv_1 1, dfrtp_1 7
## flip-flops by register name (all words and copies together) (netlist names)
signal / flops
CLKOUT: 1
divcnt_i: 6
## power by group
group	switching [uW]	internal, uW	total, uW
clock network	59.1	89.4	148
logic	3.19	2.04	5.22
registers	0	167	167
total	62.2	258	321
## how the worst min path moves through the flow
stage / slack (ns) / to / cells past startpoint / from
after CTS: 0.36 / divcnt_i[2] / 1 / ACLR_L
after global routing: 0.37 / divcnt_i[2] / 1 / ACLR_L
final: 0.35 / divcnt_i[2] / 1 / ACLR_L
Power is estimated from default activity; no workload was simulated.
