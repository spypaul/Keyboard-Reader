<file path="/design/flow/run.sh">
#!/bin/bash
# OpenROAD 26Q1-2900-gdf79404cd8, Yosys 0.63+post, stock flow scripts
make -C /OpenROAD-flow-scripts/flow DESIGN_CONFIG=/design/flow/config.mk WORK_HOME=/design/flow/orfs finish
</file>
<file path="/design/flow/design.v">
`timescale 1ns / 1ps
module KBDecoder(CLK, SDATA, ARST_L, HEX0, HEX1, KEYUP);
input CLK, SDATA, ARST_L;
output  reg KEYUP;
output reg [3:0] HEX0, HEX1;
wire arst_i;
assign arst_i = ~ARST_L;  
reg [21:0] shiftreg_i;  
always@(negedge CLK, posedge arst_i)
begin
    if (arst_i == 1'b1)
        shiftreg_i <= 0;
    else 
        shiftreg_i <= {SDATA, shiftreg_i[21:1]};
end
always@ (posedge CLK)
begin
    if (shiftreg_i[8:1] == 8'b 11110000)
    begin
       HEX0 <= shiftreg_i[15:12];
       HEX1 <= shiftreg_i[19:16];
       KEYUP <= 1'b1;
    end
    else
       KEYUP <= 1'b0;
end
endmodule
</file>
<file path="/design/flow/config.mk">
export PLATFORM = sky130hd
export DESIGN_NAME = KBDecoder
export DESIGN_NICKNAME = KBDecoder
export VERILOG_FILES = /design/flow/design.v
export SDC_FILE = /design/flow/constraint.sdc
export NUM_CORES = 4
export LEC_CHECK = 1
export CORE_AREA = 10 10 82 82
export DIE_AREA = 0 0 92 92
</file>
<file path="/design/flow/constraint.sdc">
current_design KBDecoder

set clk_period 2.6
set clk_io_pct 0.2

create_clock -name clk0 -period $clk_period [get_ports {CLK}]

set non_clock_inputs [all_inputs -no_clocks]
set_input_delay [expr $clk_period * $clk_io_pct] -clock clk0 $non_clock_inputs
set_output_delay [expr $clk_period * $clk_io_pct] -clock clk0 [all_outputs]
</file>
==> flow_summary.rst <==
Run summary
-----------

.. list-table::
   :header-rows: 1

   * - Metric
     - Value
   * - Final number of setup-violating endpoints
     - 8
   * - Aggregate global-route resource usage
     - 0.02681
   * - Antenna violations before repair
     - 0
   * - Cell count of the worst reg-to-reg path
     - 2
   * - Cell area after synthesis
     - 810.8 µm²
   * - Post-placement cell area
     - 0.001036 mm²
   * - Area overhead of the layout relative to synthesis
     - 38.27%
   * - Count of pins on the block boundary
     - 12
   * - Crit start category
     - flop
   * - Count of yosys warnings during synthesis
     - 1
   * - TritonCTS clock tree
     - done
   * - Utilization of the core after routing
     - 0.2209
   * - Worst IR drop on VDD
     - 361.1 µV
   * - Endpoint type of the worst setup path
     - flop
   * - Reported max-cap violation count
     - 0
   * - Tool warnings
     - 28
   * - Cells in synth_stat.txt
     - 34
   * - Cell area power density
     - 768.4 mW/mm²
   * - Arrival time worst endpoint
     - 2.69 ns
   * - Total wire length after detailed routing
     - 1112 µm
   * - Critical Path RT
     - 2.56 ns
   * - Most frequent logic cell in the layout
     - sky130_fd_sc_hd__dfrtn_1
   * - FP Util
     - 0.1598
   * - Number of H-tree levels
     - 2
   * - Unrepaired setup endpoints after global routing
     - yes
   * - DPL Wire Length
     - 777.1 µm
   * - Tally of unique sky130hd cells used after synthesis
     - 6
   * - Routed len/inst
     - 8.968 µm
   * - Bufs on Longest Clock Path
     - 2
   * - Number of remaining DRC errors
     - 0
   * - Worst setup path category
     - reg2reg
   * - Clock transition at the registers of the reported paths
     - 0.06 ns
   * - Fraction of final layout cells sized beyond drive strength 1
     - 0.1852
   * - Portion of the post-synthesis area used by sequential elements
     - 0.9691
   * - Root Buffer
     - sky130_fd_sc_hd__clkbuf_8
   * - Number of port buffers
     - 11
   * - Count of state elements after synthesis
     - 30
   * - Number of buffers inserted by hold repair at cts
     - 0
   * - Final weighted congestion in routability-driven placement
     - 0.7417
   * - Peak fanout along the critical path
     - 8
   * - DRC marker count from the first detailed-route iteration
     - 12
   * - Global route overflow
     - 0
   * - Clock latency at the later pin of the worst-skew pair
     - 0.28 ns
   * - Failing checks
     - negative setup slack
   * - Cell count after synthesis
     - 34
   * - Die width
     - 92 µm
   * - Final Slew Violations
     - 0
   * - Vias in the first global route
     - 350
   * - CTS sink count
     - 30
   * - DIE AREA
     - 0.008464 mm²
   * - Area share of the leading cell type in the synthesized netlist
     - 0.6481
   * - First-pass GRT wire length
     - 1745 µm
   * - Antenna diodes
     - 0
   * - Summed standard-cell area reported by yosys
     - 810.8 µm²
   * - Post-route design area
     - 0.001121 mm²
   * - Static Leak
     - 0.0004226 µW
   * - Leading post-synthesis cells by cell area
     - sky130_fd_sc_hd__dfrtn_1 (65%), sky130_fd_sc_hd__edfxtp_1 (30%), sky130_fd_sc_hd__dfxtp_1 (2.5%)
   * - Number of core rows
     - 26
   * - Largest area contributor in the synthesized netlist
     - sky130_fd_sc_hd__dfrtn_1
   * - Status
     - finished with violations
   * - Layout Skew
     - 0.01124 ns
   * - Final Hold Violating Endpoints
     - 0
   * - Number of buffers inserted during clock tree synthesis
     - 5
   * - Worst slew margin
     - 0.8482
   * - Setup Total Neg Slack
     - -1.027 ns
   * - Area inside the core boundary
     - 0.005075 mm²
   * - Pin count of the biggest net entering global routing
     - 22
   * - Top logic cells by instance count in the layout
     - sky130_fd_sc_hd__dfrtn_1 (21), sky130_fd_sc_hd__clkdlybuf4s50_1 (11), sky130_fd_sc_hd__edfxtp_1 (8)
   * - Vertical die size
     - 92 µm
   * - Post-route setup slack
     - -0.1287 ns
   * - Worst hold path class
     - reg2reg
   * - Mean instance size in the synthesized netlist
     - 23.85 µm²
   * - Via count of the routed design
     - 334
   * - Measured slew at the worst slew-check pin
     - 0.2272 ns
   * - Drt via density
     - 2.694
   * - Number of nets still failing antenna checks after routing
     - 0
   * - Worst hold path cell count
     - 0
   * - First-pass detailed-route iteration total
     - 2
[layer usage]
layer | global-route usage | routed length (µm) | vias up | share of wire
li1 | - | - | 155 | -
met1 | 0.03662 | 541 | 162 | 0.49
met2 | 0.03412 | 460 | 13 | 0.41
met3 | 0.01812 | 86 | 4 | 0.077
met4 | 0.006427 | 23 | 0 | 0.021
met5 | 0 | 0 | - | 0
[cells in the mapped netlist, drive strengths merged]
| cell | count |
|---|---|
| dfxtp | 1 |
| edfxtp | 8 |
| nor2 | 2 |
| nand4 | 1 |
| or4 | 1 |
| dfrtn | 21 |
[flip-flops by register name, indices dropped and copies added, names as in the netlist]
signal,flops
KEYUP,1
HEX1,4
shiftreg_i,21
HEX0,4
[critical path, cell delays in order, from the launching register on]
cell and delay (ns):
sky130_fd_sc_hd__dfrtn_1 0.34, sky130_fd_sc_hd__or4_4 0.56, sky130_fd_sc_hd__nor2_4 0.22
[final timing paths]
kind | from | endpoint | slack [ns]
worst min-delay path | shiftreg_i[20] | shiftreg_i[19] | 0.29
worst min register to register | shiftreg_i[20] | shiftreg_i[19] | 0.29
worst max register to register | shiftreg_i[2] | HEX1[3] | -0.13
worst max-delay path | shiftreg_i[2] | HEX1[3] | -0.13
min in group asynchronous | ARST_L | shiftreg_i[10] | 1.77
max in group asynchronous | ARST_L | shiftreg_i[19] | 0.67
[layout make-up]
| class | count | area, µm² |
|---|---|---|
| clock inverters | 3 | 16.27 |
| flip-flops and latches | 30 | 785.8 |
| well taps | 70 | 87.58 |
| clock buffers | 5 | 68.82 |
| multi-input cells | 4 | 32.53 |
| repair buffers | 12 | 130.1 |
| fillers | 541 | 3954 |
[power by group]
group	internal [µW]	leakage [µW]	total, µW	switching (µW)
clock	182	0.0000416	335	153
sequential	504	0.000325	511	7.27
combinational	6.89	0.0000563	14.5	7.63
[stage by stage]
step | cells | hold WS (ns) | setup slack (ns) | power (µW)
after CTS | 124 | 0.2960 | -0.1407 | 873.4
after detailed placement | 116 | 0.2961 | -0.1289 | 535.0
final | 124 | 0.2935 | -0.1287 | 861.5
after global placement | 116 | 0.2954 | -0.1130 | 533.8
after floorplan | 34 | 0.2917 | -0.06516 | 519.0
after global routing | 124 | 0.3040 | -0.2214 | 894.8
[kinds of logic (layout without fill, tap and decap cells)]
group | Yosys count | count (layout) | synth area share
buffers and inverters | 0 | 20 | 0
flip-flops | 30 | 30 | 0.9691
AND/OR/NAND/NOR | 4 | 4 | 0.03087
[what timing repair did]
item                                    CTS  global route
gates resized                             0             0
endpoints found under the setup margin    8             8
buffers inserted                          0             0
pin swaps                                 0             0
Power figures rest on the tool's default switching activity, not on a simulated workload.
